==> /design/flow/design.v <==
module Alu(shamt,AluResult,Zero,DataIn1,DataIn2,AluCtrl);
	input  [31:0] 		DataIn1;
	input  [31:0]		DataIn2;
	input  [4:0]		AluCtrl;
	input  [4:0]  		shamt;
	output reg[31:0]		AluResult;
	output reg				Zero;
	integer i;
	initial
	begin
		Zero = 0;
		AluResult = 0;
	end	
	always@(DataIn1 or DataIn2 or AluCtrl or shamt)
	begin
		case ( AluCtrl )
			5'b00010  : AluResult = $signed(DataIn1) + $signed(DataIn2);
			5'b00001 : AluResult = DataIn1 + DataIn2;
			5'b00100  : AluResult = $signed(DataIn1) - $signed(DataIn2);
			5'b00011 : AluResult = DataIn1 - DataIn2;
			5'b00101 : AluResult = DataIn1 & DataIn2;
			5'b00110   : AluResult = DataIn1 | DataIn2;
			5'b00111	: AluResult = ~(DataIn1 | DataIn2);
			5'b01000  : AluResult = DataIn1 ^ DataIn2;
			5'b01001  : AluResult = ($signed(DataIn1) < $signed(DataIn2)) ? 1 : 0;
			5'b01010 : AluResult = (DataIn1 < DataIn2) ? 1 : 0;
			5'b01011 : AluResult = (DataIn1 == DataIn2);
			5'b01100 : AluResult = (DataIn1 != DataIn2);
			5'b10001 : AluResult = DataIn2 << shamt;
			5'b10010 : AluResult = DataIn2 >>	shamt;
			default: ;
		endcase
		Zero=(DataIn1==DataIn2)? 1:0;
	end
endmodule
==> /design/flow/run.sh <==
#!/bin/bash
# OpenROAD 26Q1-2900-gdf79404cd8, Yosys 0.63+post, stock flow scripts
make -C /OpenROAD-flow-scripts/flow DESIGN_CONFIG=/design/flow/config.mk WORK_HOME=/design/flow/orfs finish
==> /design/flow/config.mk <==
export PLATFORM = sky130hd
export DESIGN_NAME = Alu
export DESIGN_NICKNAME = Alu
export VERILOG_FILES = /design/flow/design.v
export SDC_FILE = /design/flow/constraint.sdc
export NUM_CORES = 4
export LEC_CHECK = 1
export CORE_UTILIZATION = 30
==> /design/flow/constraint.sdc <==
current_design Alu

set clk_period 4.1
set clk_io_pct 0.2

create_clock -name clk0 -period $clk_period

set non_clock_inputs [all_inputs -no_clocks]
set_input_delay [expr $clk_period * $clk_io_pct] -clock clk0 $non_clock_inputs
set_output_delay [expr $clk_period * $clk_io_pct] -clock clk0 [all_outputs]
==> reports/qor.csv <==
stage;metric;value;unit
run_status;outcome;complete, no violations;
drt;firstDrtPassIters;7;
setup_path;worstSetupPathType;primary input to primary output;
grt;grt_pass1_vias;13000;
final_layout;instances_no_fill;2331;
placed_design;dp.final_hpwl;44400;um
die;fp_util;30.4;%
synthesis;syn_inst;1700;
synthesis;avgSynthCellArea;6.73;um^2
power_and_ir_drop;p_leak;5.88;nW
synthesis;synth-seq-cells;32;
drt;post_drt_via_cell_ratio;6.08;
grt;grt_pass1_wl;84000;um
final_timing;tightestPinTransition;1050;ps
setup_path;crit_path_end_kind;primary output;
final_layout;final_common_cell;a21oi_1;
setup_path;critical-path-top-delay-family;buffers and inverters;
setup_path;cp_max_fo;3;
final_layout;syn2layout_area_growth;20.3;%
final_timing;fmax;248;MHz
final_timing;finalCriticalPeriod;4030;ps
die;dieWidth;197;um
final_layout;utilization;36.6;%
final_timing;finalSetupViolCount;0;
die;ios;107;
synthesis;yosysWarnings;1;
synthesis;xor_area_share;6.20;%
drt;wire_per_inst;24.5;um
die;dieArea;0.0389;mm^2
clock_network;cts_hold_buf;0;
die;dieHeight;197;um
drt;postRouteAntennaNets;0;
drt;drt_iter0_drc;1674;
setup_path;crit_chain;clkdlybuf4s50_1 -> inv_1 -> ha_1 -> nor2_1 -> and3_1 -> nand4_1 -> nor3_2 -> buf_4 -> clkdlybuf4s50_1;
drt;drt-total-wl;57200;um
final_layout;drive_gt1_share;11.9;%
final_timing;maxSlewHeadroom;29.5;%
die;std_cell_rows;71;
setup_path;worst_path_max_delay_cell;clkdlybuf4s50_1;
final_layout;largest_reg_flops;32;
die;fp.coreArea;0.0376;mm^2
final_timing;finalSetupTns;0;ps
synthesis;top_logic_kind;AND-OR/OR-AND gates;
power_and_ir_drop;vdd_drop_max;0.0000450;V
synthesis;ys_sh_simple;19.4;%
flow_run;maxCapViolCount;0;
synthesis;async_flop_share;0;%
setup_path;startpoint_type;primary input;
flow_run;tool_warnings;103;
grt;gr-total-overflow;0;
drt;vias;14200;
setup_path;cp_slowest_stage_delay;630;ps
final_timing;finalCritPeriodShare;98.3;%
placed_design;placed_cells;2327;
synthesis;yosysChipArea;0.0114;mm^2
final_timing;untimed_endpoints;64;
drt;drc;0;
grt;track_usage;29.4;%
synthesis;ys_cells;1700;
final_timing;hold_ws;2910;ps
placed_design;gp_congestion;1.04;
synthesis;synth-edff-count;0;
setup_path;cpMostUsedCell;clkdlybuf4s50_1;
final_layout;final_layout_top_logic_cells;173 x a21oi_1, 169 x nand2_1, 159 x nor2_1;
synthesis;synthesis.area;0.0114;mm^2
setup_path;crit_required;3280;ps
grt;grt_max_degree;91;
setup_path;cp_data_arrival_time;3210;ps
hold_path;min_path_type;primary input to primary output;
setup_path;cp_num_buf_inv;4;
power_and_ir_drop;power.density;153;mW/mm^2
synthesis;synth_cell_type_count;88;
final_timing;drv_slew;0;
final_timing;unclocked_regs;32;
synthesis;compound_area_share;36.3;%
synthesis;synthMuxAreaShare;10.8;%
final_timing;hold_viol;0;
placed_design;portBuffers;107;
synthesis;synthFlopType;dlxtn_1;
setup_path;path_depth;9;
grt;antenna_found_initial;3;
synthesis;yosys.area_share.adder;15.2;%
hold_path;hold_depth;9;
## cells by family after synthesis
kind of cell | Yosys count
AOI/OAI and AO/OA | 630
xor gates and xnor gates | 81
adders and majority gates | 137
buffers and inverters | 233
latches | 32
muxes | 95
and+or+nand+nor | 492
## report_power, final
group | leakage, nW | internal (mW) | total (mW) | switching, mW
sequential | 0.259 | 0.0832 | 0.0939 | 0.0107
clock | 0.0000194 | 0.000000111 | 0.000000111 | 0
combinational | 5.62 | 0.798 | 2.01 | 1.21
total | 5.88 | 0.881 | 2.10 | 1.22
## synthesized netlist by cell type, types with 5 or more instances
| master | instances | area, um^2 |
|---|---|---|
| a221o_1 | 12 | 120 |
| a31oi_1 | 13 | 81.3 |
| xnor2_1 | 66 | 578 |
| dlxtn_1 | 32 | 480 |
| a21oi_1 | 173 | 866 |
| o211ai_1 | 26 | 195 |
| a221oi_1 | 19 | 166 |
| buf_1 | 14 | 52.6 |
| nor3_1 | 31 | 155 |
| clkbuf_1 | 88 | 330 |
| a21o_1 | 25 | 188 |
| nand3_1 | 32 | 160 |
| and3_1 | 12 | 75.1 |
| o22ai_1 | 22 | 138 |
| o21a_1 | 8 | 60.1 |
| xor2_1 | 15 | 131 |
| mux2i_1 | 56 | 561 |
| nand4_1 | 16 | 100 |
| or2_2 | 5 | 31.3 |
| o21ai_1 | 6 | 30.0 |
| o21ai_0 | 155 | 776 |
| nand2b_1 | 16 | 100 |
| mux2_2 | 18 | 203 |
| o21bai_1 | 22 | 165 |
| and2_1 | 7 | 43.8 |
| nor4_1 | 11 | 68.8 |
| nor2b_1 | 12 | 75.1 |
| o31ai_1 | 10 | 75.1 |
| inv_1 | 108 | 405 |
| buf_2 | 21 | 105 |
| o221ai_1 | 24 | 210 |
| ha_1 | 134 | 1680 |
| a222oi_1 | 14 | 140 |
| a2111oi_0 | 5 | 43.8 |
| a22oi_1 | 10 | 75.1 |
| nand2_1 | 169 | 634 |
| nor2_1 | 159 | 597 |
| a211oi_1 | 18 | 135 |
| mux4_2 | 21 | 473 |
## worst paths after layout
check | from | end | slack, ps
worst max-delay path | DataIn2[13] | Zero | 70
worst min-delay path | DataIn1[17] | Zero | 2910
## through the flow
| step | worst slack, ps | cell area, um^2 | power, mW |
|---|---|---|---|
| 2_1_floorplan | 871 | 11400 | 1.25 |
| 3_3_place_gp | -95.9 | 13700 | 2.02 |
| 3_5_place_dp | -107 | 13700 | 2.02 |
| 4_1_cts | 0.742 | 13700 | 2.03 |
| 5_1_grt | -13.5 | 13800 | 2.25 |
| 6_report | 69.0 | 13800 | 2.10 |
## metal layers
layer | part of all wire (%) | GRT usage (%) | vias up
li1 | - | - | 6536
met1 | 43 | 42.1 | 6685
met2 | 41 | 42.4 | 824
met3 | 11 | 7.65 | 137
met4 | 4.1 | 10.7 | 2
met5 | 0.023 | 0 | -
## tightest hold or removal path, cell delays in order
cell and delay (ps):
dlymetal6s2s_1 160, inv_1 80, ha_1 150, or3_1 150, nor4_4 50, nand4_1 90, nor3_2 40, buf_4 140
clkdlybuf4s50_1 400
## what timing repair did
item,CTS,global route
setup buffers,1,0
resized,1,14
endpoints found under the setup margin,1,1
pin swaps,1,1
## cell type report
type | instances | area [um^2]
multi-input combinational | 1435 | 10200
tap | 511 | 639
inverter | 109 | 409
timing repair buffer | 241 | 2070
antenna | 3 | 7.51
fill | 3992 | 23800
sequential | 32 | 480
Power is estimated from default activity; no workload was simulated.
